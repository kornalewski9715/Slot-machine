$ cat /design/flow/config.mk
export PLATFORM = sky130hd
export DESIGN_NAME = main
export DESIGN_NICKNAME = main
export VERILOG_FILES = /design/flow/design.v
export SDC_FILE = /design/flow/constraint.sdc
export NUM_CORES = 4
export LEC_CHECK = 1
export CORE_UTILIZATION = 50
$ cat /design/flow/run.sh
#!/bin/bash
# OpenROAD 26Q1-2900-gdf79404cd8, Yosys 0.63+post, stock flow scripts
make -C /OpenROAD-flow-scripts/flow DESIGN_CONFIG=/design/flow/config.mk WORK_HOME=/design/flow/orfs finish
$ cat /design/flow/design.v
`timescale 1ns / 1ps
module main(clock_in,A,B,C,D,E,F,G,anode,button,BIN2,TMP); 
	input clock_in;
	output [3:0] anode;
	input button;
	output TMP;
	output A,B,C,D,E,F,G;
	output [3:0] BIN2;  
	wire Clk1Hz;  
	wire E_Reset;
	wire Reset;		 
	wire Score;
	wire [3:0] BIN;  
	wire [3:0] BIN2;  
	wire [3:0] BIN3;  
	wire Enable; 	 
	wire ClkToCNT;  
	wire [3:0] S_BIN;  
	wire [3:0] S_BIN2;  
	wire [3:0] S_BIN3;  
	wire S_Enable;
	wire S_ClkToCNT;  
	wire [3:0] T_BIN;  
	wire [3:0] T_BIN2;  
	wire [3:0] T_BIN3;  
	wire T_Enable;
	wire T_ClkToCNT;  
	wire clock10kHz;
	wire [1:0] refreshcounter;
	wire [3:0] anode;
	wire [3:0] Digit;
	Clock_divider1 Prescaler1HZ(.clock_in(clock_in), .clock_out(Clk1Hz));
	Clock_divider2 Prescaler(.clock_in(clock_in), .clock_out(ClkToCNT));
	CNT Licznik(.CLK(ClkToCNT), .CLR(0),.E(1),.Q(BIN));
	REG Rejestr(.D(BIN),.CLK(ClkToCNT),.CLR(0),.Button(button),.Q(BIN2)); 
	CNT Beben1(.CLK(Clk1Hz), .CLR(Reset),.E(Enable),.Q(BIN3));	
	COMP Komparator(.R(BIN2),.L(BIN3),.E(Enable));
	Clock_divider3 S_Prescaler(.clock_in(clock_in), .clock_out(S_ClkToCNT));
	CNT S_Licznik(.CLK(S_ClkToCNT), .CLR(0),.E(1),.Q(S_BIN));
	REG S_Rejestr(.D(S_BIN),.CLK(S_ClkToCNT),.CLR(0),.Button(button),.Q(S_BIN2)); 
	CNT S_Beben1(.CLK(Clk1Hz), .CLR(Reset),.E(S_Enable),.Q(S_BIN3));	
	COMP S_Komparator(.R(S_BIN2),.L(S_BIN3),.E(S_Enable));
	Clock_divider4 T_Prescaler(.clock_in(clock_in), .clock_out(T_ClkToCNT));
	CNT T_Licznik(.CLK(T_ClkToCNT), .CLR(0),.E(1),.Q(T_BIN));
	REG T_Rejestr(.D(T_BIN),.CLK(T_ClkToCNT),.CLR(0),.Button(button),.Q(T_BIN2)); 
	CNT T_Beben1(.CLK(Clk1Hz), .CLR(Reset),.E(T_Enable),.Q(T_BIN3));	
	COMP T_Komparator(.R(T_BIN2),.L(T_BIN3),.E(T_Enable)); 
	KomparatorBebnow KomparatorDoRejestu(.Comp1(Enable),.Comp2(S_Enable),.Comp3(T_Enable),.E(E_Reset));
	SISO RS_ISO(.CLK(Clk1Hz),.SI(E_Reset),.SO(Reset));
	assign TMP = E_Reset;
	KomparatorRejestru Wynik(.Rej1(BIN2),.Rej2(S_BIN2),.Rej3(T_BIN3),.R(Score));
	Clock_divider100kHZ CLKto7SEG(.clock_in(clock_in),.clock_out(clock10kHz));
	refreshcounter RefreshDigit(.refresh_clock(clock10kHz),.refreshcounter(refreshcounter));
	anode_control anoda(.refreshcounter(refreshcounter),.anode(anode));
	BCD_control BCDSEG(.digit1(BIN3),.digit2(S_BIN3),.digit3(T_BIN3),.digit4(Score),.refreshcounter(refreshcounter),.ONE_DIGIT(Digit));
	SEG7 Wyswietlacz1(.BIN(Digit),.A(A),.B(B),.C(C),.D(D),.E(E),.F(F),.G(G));
endmodule
module Clock_divider1(clock_in,clock_out);
	input clock_in;  
	output reg clock_out;  
	reg[27:0] counter=28'd0;
	parameter DIVISOR = 28'd50000000;
always @(posedge clock_in)
begin
 counter <= counter + 28'd1;
 if(counter>=(DIVISOR-1))
  counter <= 28'd0;
 clock_out <= (counter<DIVISOR/2)?1'b1:1'b0;
end
endmodule
module Clock_divider100kHZ(clock_in,clock_out);
	input clock_in;  
	output reg clock_out;  
	reg[27:0] counter=28'd0;
	parameter DIVISOR = 28'd5000;
always @(posedge clock_in)
begin
 counter <= counter + 28'd1;
 if(counter>=(DIVISOR-1))
  counter <= 28'd0;
 clock_out <= (counter<DIVISOR/2)?1'b1:1'b0;
end
endmodule
module Clock_divider2(clock_in,clock_out);
	input clock_in;  
	output reg clock_out;  
	reg[27:0] counter=28'd0;
	parameter DIVISOR = 28'd50000;
always @(posedge clock_in)
begin
 counter <= counter + 28'd1;
 if(counter>=(DIVISOR-1))
  counter <= 28'd0;
 clock_out <= (counter<DIVISOR/2)?1'b1:1'b0;
end
endmodule
module Clock_divider3(clock_in,clock_out);
	input clock_in;  
	output reg clock_out;  
	reg[27:0] counter=28'd0;
	parameter DIVISOR = 28'd1000;
always @(posedge clock_in)
begin
 counter <= counter + 28'd1;
 if(counter>=(DIVISOR-1))
  counter <= 28'd0;
 clock_out <= (counter<DIVISOR/2)?1'b1:1'b0;
end
endmodule
module Clock_divider4(clock_in,clock_out);
	input clock_in;  
	output reg clock_out;  
	reg[27:0] counter=28'd0;
	parameter DIVISOR = 28'd50;
always @(posedge clock_in)
begin
 counter <= counter + 28'd1;
 if(counter>=(DIVISOR-1))
  counter <= 28'd0;
 clock_out <= (counter<DIVISOR/2)?1'b1:1'b0;
end
endmodule
module CNT(CLK,CLR,Q,E);
	input CLK, CLR,E;
	output [3:0] Q;
	reg [3:0] Q;
always @(posedge CLK or posedge CLR)
  if(CLR)
    Q <= 4'd0;
  else if(E)
    Q <= Q + 1;
endmodule
module REG(D,CLK,CLR,Button,Q);
	input [3:0] D;
	input CLK;
	input CLR;
	input Button;
	output [3:0] Q;
	reg [3:0] Q;
always@(CLK)
	if(CLK && Button)
    Q <= D;
	 else if (CLR)
	 Q <= 4'b0000;
endmodule
module COMP(R,L,E);
	input [3:0] R;  
	input [3:0]	L;  
	output E;
	reg E;
always@(R,L)
	begin
	if(R!=L)
		E<=1'b1;
	else if(R==L)
		E<=1'b0;
	end
endmodule
module KomparatorBebnow(Comp1,Comp2,Comp3,E);
	input Comp1;
	input Comp2;
	input Comp3;
	output E;
	reg E;
always@(Comp1,Comp2,Comp3)
	begin
	if((Comp1==0) && (Comp2==0) && (Comp3==0))
		E<=1'b0;
	else 
		E<=1'b1;
	end
endmodule
module KomparatorRejestru(Rej1,Rej2,Rej3,R);
	input [3:0] Rej1;
	input [3:0] Rej2;
	input [3:0] Rej3;
	output [3:0] R;
	reg [3:0] R;
always@(Rej1,Rej2,Rej3)
	begin
	if((Rej1==Rej2) && (Rej1==Rej3))
		R<=Rej1;
	else 
		R<=4'b0000;
	end
endmodule
module SISO(CLK, SI, SO);
input CLK;
input SI;
output SO;
reg TMP;
reg [4:0] Q=0;
always@(posedge CLK)
begin
	Q[4]<=~SI;
	Q[3]<=Q[4];
	Q[2]<=Q[3];
	Q[1]<=Q[2];
	Q[0]<=Q[1];
end
assign SO=Q[0];
endmodule	
module SEG7(BIN, A,B,C,D,E,F,G);
input [3:0] BIN;
output A;
output B;
output C;
output D;
output E;
output F;
output G;
reg [6:0] SEG;
   always @(BIN)   
      case (BIN)
          4'b0001 : SEG = 7'b1111001;    
          4'b0010 : SEG = 7'b0100100;    
          4'b0011 : SEG = 7'b0110000;    
          4'b0100 : SEG = 7'b0011001;    
          4'b0101 : SEG = 7'b0010010;    
          4'b0110 : SEG = 7'b0000010;    
          4'b0111 : SEG = 7'b1111000;    
          4'b1000 : SEG = 7'b0000000;    
          4'b1001 : SEG = 7'b0010000;    
          4'b1010 : SEG = 7'b0001000;    
          4'b1011 : SEG = 7'b0000011;    
          4'b1100 : SEG = 7'b1000110;    
          4'b1101 : SEG = 7'b0100001;    
          4'b1110 : SEG = 7'b0000110;    
          4'b1111 : SEG = 7'b0001110;    
          default : SEG = 7'b1000000;    
      endcase
assign A = SEG[0];
assign B = SEG[1];
assign C = SEG[2];
assign D = SEG[3];
assign E = SEG[4];
assign F = SEG[5];
assign G	= SEG[6];
endmodule
module refreshcounter(refresh_clock,refreshcounter);
	input refresh_clock;
	output [1:0] refreshcounter;
	reg [1:0] refreshcounter=0;
always@(posedge refresh_clock)
	refreshcounter<=refreshcounter+1;
endmodule
module anode_control(refreshcounter,anode);
	input [1:0] refreshcounter;
	output [3:0] anode;
	reg [3:0] anode=0;
always@(refreshcounter)
		begin
			case(refreshcounter)
			2'b00:
				anode=4'b1110;  
			2'b01:
				anode=4'b1101;  
			2'b10:
				anode=4'b1011;  
			2'b11:
				anode=4'b0111;  
			endcase
		end
endmodule
module BCD_control(digit1,digit2,digit3,digit4,refreshcounter,ONE_DIGIT);
	input [3:0] digit1;
	input [3:0] digit2;
	input [3:0] digit3;
	input [3:0] digit4;
	input [1:0] refreshcounter;
	output [3:0] ONE_DIGIT;
	reg [3:0] ONE_DIGIT;
always@(refreshcounter)
	begin
		case(refreshcounter)
			2'd0:
				ONE_DIGIT<=digit1;
			2'd1:
				ONE_DIGIT<=digit2;
			2'd2:
				ONE_DIGIT<=digit3;
			2'd3:
				ONE_DIGIT<=digit4;
		endcase
	end	
endmodule 
$ cat /design/flow/constraint.sdc
current_design main

set clk_period 5.2
set clk_io_pct 0.2

create_clock -name clk0 -period $clk_period [get_ports {clock_in}]

set non_clock_inputs [all_inputs -no_clocks]
set_input_delay [expr $clk_period * $clk_io_pct] -clock clk0 $non_clock_inputs
set_output_delay [expr $clk_period * $clk_io_pct] -clock clk0 [all_outputs]
==> impl_metrics.env <==
# source this file to load flow results
export IMPL_status="finished clean"
export IMPL_routed_via_count=4319
export IMPL_period_needed_ps=2110
export IMPL_synth_cells=631
export IMPL_edf_count=0
export IMPL_ys_warnings_count=26
export IMPL_die_w_um=117
export IMPL_avgRoutedWirePerCell_um=10.7
export IMPL_clkSlewWorstSetupHoldPaths_ps=60
export IMPL_netlist_area_um2=6590
export IMPL_crit_type="flip-flop to flip-flop"
export IMPL_required_ps=5500
export IMPL_r2r_slack_ps=3090
export IMPL_fin_crit_sh_pct=40.7
export IMPL_unclocked_regs=43
export IMPL_place_inst=881
export IMPL_slew_violations=0
export IMPL_antenna_cells=0
export IMPL_hold_depth=1
export IMPL_yosysUniqueCellTypes=56
export IMPL_ys_flop_type="dfxtp_1"
export IMPL_fin_tns_setup_ps=0
export IMPL_vias_per_cell=4.74
export IMPL_arrival_ps=2410
export IMPL_syn_area_per_cell_um2=10.4
export IMPL_antenna_found_initial=0
export IMPL_hold_violations=0
export IMPL_fp_row_count=41
export IMPL_untimed_endpoints=59
export IMPL_fp_util_pct=51.8
export IMPL_min_to="Prescaler.counter[0]$_SDFF_PP0_"
export IMPL_io_buffers=17
export IMPL_coreArea_um2=12700
export IMPL_die_y_um=117
export IMPL_hp_start="Prescaler.counter[0]$_SDFF_PP0_"
export IMPL_ys_chip_area_um2=6590
export IMPL_dr_pass1_iters=4
export IMPL_drive_gt1_share_pct=5.41
export IMPL_numSynthFlops=188
export IMPL_worst_r2r_endpoint="Prescaler1HZ.counter[23]$_SDFF_PP0_"
export IMPL_path_max_fanout=14
export IMPL_clockRootBuffer="clkbuf_16"
export IMPL_post_cts_buffers=0
export IMPL_critPathCaptureType="flip-flop"
export IMPL_cts_hold_buf=0
export IMPL_chip_area_um2=13600
export IMPL_warnings=36
export IMPL_drc=0
export IMPL_drt_iter0_markers=210
export IMPL_grt_usage_pct=15.9
export IMPL_cp_start_kind="flip-flop"
export IMPL_grt_pass1_vias=3832
export IMPL_rsz0062_at_grt="no"
export IMPL_num_io_pins=18
export IMPL_clock_latency_ps=410
export IMPL_relSlewSlack_pct=51.8
export IMPL_routed_wl_um=9720
export IMPL_synthArstFlopShare_pct=6.38
export IMPL_reg2regPathDepth=6
export IMPL_syn_to_final_growth_pct=17.6
export IMPL_ctsResizeCount=0
export IMPL_ant_nets=0
export IMPL_reg2reg_from="Prescaler1HZ.counter[2]$_SDFF_PP0_"
export IMPL_cts_tree="yes"
export IMPL_worst_pin_slew_ps=715
export IMPL_gp_congestion=0.869
export IMPL_p_leak_uw=0.00304
export IMPL_numCtsBuffers=17
export IMPL_power_density_nw_per_um2=294
export IMPL_grt_pass1_wl_um=16800
export IMPL_min_path_type="flip-flop to flip-flop"
export IMPL_htreeDepth=4
export IMPL_dp_hpwl_um=6850
export IMPL_final_setup_viol_count=0
export IMPL_grt_max_degree=18
export IMPL_ys_cells=631
export IMPL_cts_buffer_depth=2
export IMPL_fmax_mhz=473
export IMPL_vdd_drop_max_mv=0.281
export IMPL_finClkSkew_ps=7.66
export IMPL_maxCapViolations=0
export IMPL_stdcell_count=912
export IMPL_grt_overflow=0
[state kept, by name (all words and copies together) (netlist names), 2 cells and up]
| name | flops |
|---|---|
| CLKto7SEG.counter | 28 |
| Prescaler.counter | 28 |
| Prescaler1HZ.counter | 28 |
| S_Prescaler.counter | 28 |
| T_Prescaler.counter | 28 |
| RS_ISO.Q | 5 |
| Beben1.Q | 4 |
| Licznik.Q | 4 |
| Rejestr.Q | 4 |
| S_Beben1.Q | 4 |
| S_Licznik.Q | 4 |
| S_Rejestr.Q | 4 |
| T_Beben1.Q | 4 |
| T_Licznik.Q | 4 |
| T_Rejestr.Q | 4 |
| RefreshDigit.refreshcounter | 2 |
[cells in the final DEF (no fill, tap or decap), types with 3 or more instances in the layout]
| master | Yosys | final |
|---|---|---|
| nand2_1 | 25 | 25 |
| dfxtp_1 | 164 | 164 |
| a21oi_1 | 9 | 9 |
| clkbuf_16 | 0 | 17 |
| nor3_1 | 10 | 10 |
| conb_1 | 1 | 69 |
| and3_1 | 25 | 25 |
| dlxtp_1 | 12 | 12 |
| nand4_1 | 16 | 16 |
| or3_1 | 6 | 6 |
| nand2b_1 | 3 | 3 |
| ha_1 | 24 | 24 |
| a211oi_1 | 4 | 4 |
| and2_1 | 4 | 4 |
| inv_1 | 25 | 25 |
| clkdlybuf4s50_1 | 0 | 17 |
| nor4_1 | 17 | 17 |
| clkbuf_8 | 0 | 3 |
| clkinvlp_4 | 0 | 5 |
| a22oi_1 | 3 | 3 |
| nor2b_1 | 4 | 4 |
| xnor2_1 | 48 | 48 |
| dfrtp_1 | 12 | 12 |
| xor2_1 | 36 | 36 |
| mux2_2 | 3 | 3 |
| a311oi_1 | 3 | 3 |
| nand3_1 | 36 | 36 |
| nor2_1 | 84 | 84 |
| o21ai_0 | 6 | 6 |
| or4_1 | 5 | 5 |
| mux2i_1 | 3 | 3 |
[stage by stage]
| stage | hold WS, ps | setup WS [ps] | power (uW) | instance area (um2) | util, % |
|---|---|---|---|---|---|
| finish | 438 | 3090 | 2280 | 7750 | 60.9 |
| global route | 474 | 2850 | 2370 | 7750 | 60.9 |
| CTS | 443 | 3110 | 2320 | 7750 | 60.9 |
| detailed placement | 434 | 3120 | 1230 | 7200 | 56.6 |
| global placement | 424 | 3200 | 1220 | 7200 | 56.6 |
| floorplan | 410 | 3480 | 1210 | 6850 | - |
[synthesized netlist by cell type, types with 5 or more instances]
master,n,area share (%)
dlxtp_1,12,2.7
dfxtp_1,164,50
clkbuf_1,6,0.34
inv_1,25,1.4
nand2_1,25,1.4
o21ai_0,6,0.46
nand3_1,36,2.7
and3_1,25,2.4
xnor2_1,48,6.4
ha_1,24,4.6
a21oi_1,9,0.68
dfrtp_1,12,4.6
xor2_1,36,4.8
or3_1,6,0.57
or4_1,5,0.57
nor2_1,84,4.8
nand4_1,16,1.5
nor4_1,17,1.6
nor3_1,10,0.76
[where the power goes]
group	leakage, uW	internal, uW	switching (uW)
Clock	0.000257	646	434
Combinational	0.00122	17.0	20.1
Sequential	0.00156	1150	13.6
Total	0.00304	1810	467
[final cells by class]
type | count | area [um2]
clock buffer | 20 | 467
clock inverter | 11 | 82.6
fill | 1068 | 4970
inverter | 25 | 93.8
multi-input combinational | 477 | 2950
sequential | 188 | 3760
tap | 172 | 215
timing repair buffer | 19 | 185
[worst max-delay path by stage]
stage | startpoint | end | slack [ps] | cells after the start
4_1_cts | Prescaler1HZ.counter[2]$_SDFF_PP0_ | Prescaler1HZ.counter[19]$_SDFF_PP0_ | 3110 | 6
5_1_grt | Prescaler1HZ.counter[2]$_SDFF_PP0_ | Prescaler1HZ.counter[24]$_SDFF_PP0_ | 2850 | 6
6_report | Prescaler1HZ.counter[2]$_SDFF_PP0_ | Prescaler1HZ.counter[23]$_SDFF_PP0_ | 3090 | 6
[cells by family after synthesis]
group                    Yosys count  synth area share, %
other                              1               0.0569
adder cells (fa/ha/maj)           24                 4.55
XOR/XNOR                          84                 11.2
latches                           12                 2.73
buffers and inverters             34                 2.09
AND/OR/NAND/NOR                  241                 18.4
AND-OR/OR-AND                     53                 5.68
flip-flops                       176                 54.4
multiplexers                       6                0.968
[routing by layer]
metal	GRT usage, %	share of wire [%]	wire length (um)
met2	24.2	44	4240
met3	3.25	3.5	341
met5	0	0	0
met4	2.36	1.7	167
met1	25.3	51	4970
[worst max-delay path, stage by stage, from the launching register on]
cell and delay (ps):
dfxtp_1 400, nand4_1 320, nor2_1 290, o211ai_1 140
o21ai_2 490, buf_4 300, nor2_1 70
Power figures rest on the tool's default switching activity, not on a simulated workload.
